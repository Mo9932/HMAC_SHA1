### flow/run.sh
#!/bin/bash
# OpenROAD 26Q1-2900-gdf79404cd8, Yosys 0.63+post, stock flow scripts
make -C /OpenROAD-flow-scripts/flow DESIGN_CONFIG=/design/flow/config.mk WORK_HOME=/design/flow/orfs finish
### flow/config.mk
export PLATFORM = sky130hd
export DESIGN_NAME = mac
export DESIGN_NICKNAME = mac
export VERILOG_FILES = /design/flow/design.v
export SDC_FILE = /design/flow/constraint.sdc
export NUM_CORES = 4
export LEC_CHECK = 1
export CORE_UTILIZATION = 40
### flow/constraint.sdc
current_design mac

set clk_period 22.3
set clk_io_pct 0.2

create_clock -name clk0 -period $clk_period [get_ports {clk}]

set non_clock_inputs [all_inputs -no_clocks]
set_input_delay [expr $clk_period * $clk_io_pct] -clock clk0 $non_clock_inputs
set_output_delay [expr $clk_period * $clk_io_pct] -clock clk0 [all_outputs]
### flow/design.v
module mac #(
    parameter WIDTH = 32
) (
    input               clk         ,
    input               rst_n       ,
    input               start       ,  
    input               tlast_s     ,
    input   [WIDTH-1:0] tdata_s     ,
    input   [WIDTH-1:0] weight_s    ,
    output reg          tready_s    ,
    output reg [2*WIDTH-1:0] result ,
    output reg          done
);
    reg [2*WIDTH-1:0] acc;
    reg op_start;
    wire [2*WIDTH-1:0] mult_result;
    assign mult_result = tdata_s * weight_s;
    always @(posedge clk) begin: MAC_Process
        if (!rst_n)  begin  
            acc         <= 'b0; 
            done        <= 'b0;
            result      <= 'b0;
            op_start    <= 'b0;
            tready_s    <= 'b0;
        end 
        else if (start && ~op_start) begin
            acc         <= 'b0;
            done        <= 'b0;
            op_start    <= 'b1;
            tready_s    <= 'b1;  
        end 
        else if (op_start) begin
            if(tlast_s) begin
                done        <= 'b1;
                result      <= acc + mult_result;
                op_start    <= 'b0;
                tready_s    <= 'b0;
                acc         <= 'b0;
            end
            else
                acc <= acc + mult_result;
        end 
        else begin
            done    <= 'b0;
        end
    end
endmodule
==> GITHUB_STEP_SUMMARY <==
### Metrics collected by this job

| Metric | Value |
|---|---|
| Status | `completed` |
| Final setup TNS | `0 ns` |
| Fp util | `between 40% and 50%` |
| # diodes | `0` |
| Die span in y | `~310 µm` |
| Main area contributors | `fa_1 (49%), inv_1 (10%), ha_1 (7.8%)` |
| Core ar. | `0.0956 mm²` |
| Min-delay worst type | `reg2reg` |
| Max_slew headroom | `49.3%` |
| Vias post-DR | `between 20000 and 30000` |
| Post-layout min period | `roughly 13 ns` |
| Distinct lib cells | `roughly 58` |
| Layout cells sized above 1 | `2.85%` |
| Post-synth ARST share | `0%` |
| Antenna-violating nets left | `0` |
| Postcts setup bufs | `0` |
| Detailed Route WL | `between 100000 and 150000 µm` |
| Post-cts resize count | `0` |
| YS chip area | `~0.039 mm²` |
| Tcrit/Tclk final | `between 50% and 60%` |
| Ports | `about 130` |
| CTS tree | `done` |
| Worst clock skew | `approximately 0.011 ns` |
| Area growth syn-to-layout | `8.20%` |
| Cells after synthesis | `approximately 4300` |
| H-tree levels | `4` |
| Register share after synthesis | `around 6.8%` |
| Commonest cells post-synth | `inv_1 (1043), fa_1 (959), nand2_1 (639)` |
| Die Width | `about 310 µm` |
| Gr usage total | `roughly 24%` |
| Congestion Overflow GR | `0` |
| Die area | `0.0982 mm²` |
| Pin count of the biggest net entering global routing | `approximately 50` |
| Final hold viol count | `0` |
| Met1 WL | `between 40000 and 50000 µm` |
| DR iter-0 viols | `1126` |
| Area leader, netlist | `fa_1` |
| CTS sink count | `roughly 130` |
| Final Setup Violations | `0` |
| Netlist area before placement | `0.0388 mm²` |
| Worst path arrival time | `between 10 and 15 ns` |
| CP Launch Type | `input pin` |
| Syn_area_per_cell | `approximately 9 µm²` |
| RSZ-0062 raised after global routing | `false` |
| Synth top cell by count | `inv_1` |
| Post-Layout Inst Area | `~0.042 mm²` |
| Pre-antenna DRT Iters | `8` |
| Placed instance area | `between 0.04 and 0.05 mm²` |
| Max-Cap Viols | `0` |
| Final Core Density | `43.9%` |
| Residual DRC | `0` |
| DR WL met2 | `45100 µm` |
| Tool Warnings | `25` |
| Area leader share | `49.5%` |
| Yosys warnings | `1` |
| Post-synth regs | `between 100 and 150` |
| Worst-path maximum fanout | `32` |
| Max Fclk | `~80 MHz` |
| Post-CTS Hold Fix Bufs | `0` |
| Setup crit end kind | `flip-flop` |
| Synth Flop Type | `dfxtp_1` |
| Longest Clk Path Bufs | `2` |
| Crit Path Class | `in2reg` |
| Root buf cell | `clkbuf_16` |
| Vias in the first global route | `about 30000` |
| CTS clock-pin slew for the worst setup and hold paths | `0.06 ns` |
| Flip-flops with a built-in enable | `0` |
| First-pass GRT wire length | `~170000 µm` |
| Pins over their slew limit | `0` |
| Dpl cells | `about 5500` |
| Initial antenna violation count | `1` |
| Gpl congestion | `0.951` |
| Hpwl dp | `84500 µm` |
| Non-filler cells in the finished layout | `roughly 5500` |
| Yosys cell count | `around 4300` |
| Clock Latency Late Sink | `around 0.44 ns` |
| CTS Buf Count | `17` |
| Drt via density | `4.98` |
| Crit path DRT | `22.61 ns` |
| Avg WL per Cell | `18.8 µm` |
| PortBufs | `approximately 130` |
| Rows | `113` |
| DR WL met3 | `between 10000 and 15000 µm` |
| Top routing layer used | `met4` |
| Measured slew at the worst slew-check pin | `0.757 ns` |
worst max-delay path, stage by stage:
cell	delay, ns
clkdlybuf4s50_1	0.47
buf_4	0.43
nand2_1	0.15
fa_1	0.51
fa_1	0.54
inv_1	0.05
fa_1	0.48
inv_1	0.06
fa_1	0.52
inv_1	0.05
fa_1	0.48
fa_1	0.51
fa_1	0.54
inv_1	0.07
fa_1	0.48
inv_1	0.04
ha_1	0.39
and4_1	0.28
and4_1	0.23
and3_1	0.18
a221oi_1	0.33
nor2b_1	0.46
a21bo_2	0.26
o21ai_1	0.16
a211oi_1	0.37
xor2_1	0.21
o21ai_0	0.10
path summary, 6_finish.rpt:
| path | start | to | slack, ns | cells past startpoint |
|---|---|---|---|---|
| min | tready_s | tready_s | 0.46 | 2 |
| max | tdata_s[25] | result[60] | 9.74 | 27 |
| min reg2reg | tready_s | tready_s | 0.46 | 2 |
| max reg2reg | acc[18] | result[57] | 14.41 | 25 |
flip-flops by register name, summed over array words and instances, names as in the netlist:
register / cells
result: 64
tready_s: 1
acc: 64
done: 1
op_start: 1
per-stage QoR:
step | hold WS [ns] | setup slack [ns]
6_report | 0.460 | 9.74
5_1_grt | 0.478 | 9.32
4_1_cts | 0.464 | 9.74
3_5_place_dp | 0.445 | 9.35
3_3_place_gp | 0.440 | 9.31
2_1_floorplan | 0.401 | 10.91
cells by family after synthesis:
| group | share of synthesized area, % |
|---|---|
| AOI/OAI and AO/OA | 6.41 |
| xor gates and xnor gates | 1.35 |
| adders and majority gates | 57.3 |
| buffers and inverters | 12.5 |
| DFF | 6.76 |
| muxes | 0.0258 |
| and+or+nand+nor | 15.6 |
per-layer routing:
layer / vias up / global-route usage [%]
met5: - / 0.338
met4: 0 / 3.94
met3: 115 / 11.3
met2: 1124 / 34.2
met1: 13922 / 36.2
li1: 12445 / -
layout make-up:
cell class                 count  area (µm²)
tap                         1265        1580
multi-input combinational   2871       31300
clock buffer                  19         443
fill                        9246       53600
timing repair buffer         207        1890
sequential                   131        2620
inverter                    1043        3920
clock inverter                12         179
placed cells by master, fill, tap and decap left out, drive strengths merged, types with 70 or more instances in the layout:
cell           netlist  routed
and2               470     470
ha                 243     243
clkdlybuf4s50        0     133
nand2              640     640
buf                  7      74
inv               1043    1045
a21oi               82      82
dfxtp              131     131
o21ai               72      72
fa                 959     959
a22o                70      70
